<file path="config.mk">
export PLATFORM = sky130hd
export DESIGN_NAME = vga_bitchange
export DESIGN_NICKNAME = vga_bitchange
export VERILOG_FILES = /design/flow/design.v
export SDC_FILE = /design/flow/constraint.sdc
export NUM_CORES = 4
export LEC_CHECK = 1
export CORE_UTILIZATION = 40
</file>
<file path="constraint.sdc">
current_design vga_bitchange

set clk_period 4.8
set clk_io_pct 0.2

create_clock -name clk0 -period $clk_period [get_ports {clk}]

set non_clock_inputs [all_inputs -no_clocks]
set_input_delay [expr $clk_period * $clk_io_pct] -clock clk0 $non_clock_inputs
set_output_delay [expr $clk_period * $clk_io_pct] -clock clk0 [all_outputs]
</file>
<file path="design.v">
`timescale 1ns / 1ps
module vga_bitchange(
	input clk,
	input bright,
	input button,
	input [9:0] hCount, vCount,
	output reg [11:0] rgb,
	output reg [15:0] score
   );
	parameter BLACK = 12'b0000_0000_0000;
	parameter WHITE = 12'b1111_1111_1111;
	parameter RED   = 12'b1111_0000_0000;
	parameter GREEN = 12'b0000_1111_0000;
	wire whiteZone;
	wire greenMiddleSquare;
	reg reset;
	reg[9:0] greenMiddleSquareY;
	reg[49:0] greenMiddleSquareSpeed; 
	initial begin
		greenMiddleSquareY = 10'd320;
		score = 15'd0;
		reset = 1'b0;
	end
	always@ (*)  
    	if (~bright)
		rgb = BLACK;  
	 else if (greenMiddleSquare == 1)
		rgb = GREEN;
	 else if (whiteZone == 1)
		rgb = WHITE;  
	 else
		rgb = RED;  
	always@ (posedge clk)
		begin
		greenMiddleSquareSpeed = greenMiddleSquareSpeed + 50'd1;
		if (greenMiddleSquareSpeed >= 50'd500000)  
			begin
			greenMiddleSquareY = greenMiddleSquareY + 10'd1;
			greenMiddleSquareSpeed = 50'd0;
			if (greenMiddleSquareY == 10'd779)
				begin
				greenMiddleSquareY = 10'd0;
				end
			end
		end
	always@ (posedge clk)
		if ((reset == 1'b0) && (button == 1'b1) && (hCount >= 10'd144) && (hCount <= 10'd784) && (greenMiddleSquareY >= 10'd400) && (greenMiddleSquareY <= 10'd475))
			begin
			score = score + 16'd1;
			reset = 1'b1;
			end
		else if (greenMiddleSquareY <= 10'd20)
			begin
			reset = 1'b0;
			end
	assign whiteZone = ((hCount >= 10'd144) && (hCount <= 10'd784)) && ((vCount >= 10'd400) && (vCount <= 10'd475)) ? 1 : 0;
	assign greenMiddleSquare = ((hCount >= 10'd340) && (hCount < 10'd380)) &&
				   ((vCount >= greenMiddleSquareY) && (vCount <= greenMiddleSquareY + 10'd40)) ? 1 : 0;
endmodule
</file>
<file path="run.sh">
#!/bin/bash
# OpenROAD 26Q1-2900-gdf79404cd8, Yosys 0.63+post, stock flow scripts
make -C /OpenROAD-flow-scripts/flow DESIGN_CONFIG=/design/flow/config.mk WORK_HOME=/design/flow/orfs finish
</file>
==> results.cfg <==
; physical design summary
[run_status]
run_status = finished, final reports clean

[setup_path]
crit_end = rgb[6]
crit_path_top_delay_cell = sky130_fd_sc_hd__clkdlybuf4s50_1
cp_data_arrival_time_ns = 3.48
worst-r2r-setup-slack_ns = 1.05
critPathLaunch = vCount[3]
reg2reg_from = greenMiddleSquareSpeed[8]
path_delay_family = AND-OR/OR-AND gates
critical_path.n_buffers_inverters = 2
cells_along_the_critical_path = clkdlybuf4s50_1 -> ha_1 -> nor2b_1 -> o21a_1 -> o21ai_0 -> a21oi_1 -> o21ai_0 -> o2111ai_1 -> a21oi_1 -> a21o_1 -> clkdlybuf4s50_1
max_stage_delay_ns = 0.48
crit_fanout = 4
crit_cells = 11
worstSetupEndpointType = output pin
critPathKind = in -> out
regToRegEndpoint = greenMiddleSquareY[6]
worstPathRequired_ns = 3.84
reg2regPathDepth = 8
timing.critical_path.from_type = input port

[logic_synthesis]
yosys_cell_types = 65
most_area_hungry_cell_type_in_the_yosys_netlist = sky130_fd_sc_hd__dfxtp_1
post_synth_instance_area_sq_um = 4630
ys_async_sr_fraction_pct = 0
ys_top_cells_by_area = sky130_fd_sc_hd__dfxtp_1, sky130_fd_sc_hd__edfxtp_1, sky130_fd_sc_hd__xnor2_1, sky130_fd_sc_hd__ha_1, sky130_fd_sc_hd__nand3_1
synth_seq_share_pct = 38.9
synth_warnings = 1
synth.top_cells.by_count = sky130_fd_sc_hd__dfxtp_1, sky130_fd_sc_hd__nor2_1, sky130_fd_sc_hd__nand3_1, sky130_fd_sc_hd__nand2_1, sky130_fd_sc_hd__xnor2_1
synth_top_cell_by_count = sky130_fd_sc_hd__dfxtp_1
synth.avg_cell_area_sq_um = 9.27
synth.yosys.chip_area_sq_um = 4630
synth_register_bits = 77
synth_top_area_share_pct = 22.1
synth-edff-count = 26
yosys_cells = 499
primary_ff_master_synth = sky130_fd_sc_hd__dfxtp_1
synthesis.instances = 499

[routing]
drt_first_pass_iters = 4
avgViaCountPerCell = 5.28
wire_length_per_cell_after_detailed_routing_um = 13.6
drc = 0
route.met2.wl_um = 4260
via_count = 3799
detail_route.wirelength.met1_um = 4840
maxUsedRoutingLayer = met4
route.met3.wl_um = 568
diodes = 0
detail_route.iter0.violations = 188
drtAntennaViolNets = 0
route.final.wire_length_um = 9810

[floorplanning]
die_height_um = 110
initial_utilization_pct = 41.9
rows = 38
die_x_um = 110
boundaryPins = 51
die_area_sq_um = 12000
core-area_sq_um = 11000

[final_timing]
grt_setup_unrepaired = no
fmax_mhz = 225
final.setup_skew_ns = 0.00829
final_min_period_over_clock_period_pct = 92.4
finalSetupViolCount = 0
final-max-slew-violation-count = 0
timing_worst_slew_pin_value_ns = 0.768
final_hold_viol_count = 0
slew_headroom_pct = 48.3
final.min_clock_period_ns = 4.44
setup_total_negative_slack_ns = 0
post-route-worst-setup-slack_ns = 0.364

[power]
post-layout-total-power_uw = 1610
pwr_per_cell_area_nw_per_um2 = 283
power.leakage_uw = 0.00202
power.ir.vdd_worst_v = 0.000296

[cts]
insertion_delay_ns = 0.33
ctsLongestPathBuffers = 2
cts_made_buffers = 9
cts.repair_timing.setup_buffer_count = 0
clock_tree.htree_level_count = 3
cts_hold_buffers = 0
clkTransAtPathRegs_ns = 0.06
ctsRootBufferMaster = sky130_fd_sc_hd__clkbuf_16
cts.sink_count = 77
cts_tree = yes

[global_routing]
vias_in_the_first_global_route = 3570
grt_overflow = 0
grt.total_usage_pct = 17.6
grt_antenna_before_repair = 0
grt_first_pass_wirelength_um = 16500
grt_start_max_net_pins = 21

[cells_and_area]
area.combinational_sq_um = 2750
fin_area_sq_um = 5700
regArea_sq_um = 1800
syn_to_final_growth_pct = 23.1
layout-drive-gt1-share_pct = 8.45
layout.cells.non_filler = 720
nFillCells = 1007

[place]
final_weighted_congestion_in_routability_driven_placement = 0.881
postPlaceCellArea_sq_um = 5330
hpwl_um = 7190
dpl.cell_count = 704
place_ws_ns = 0.367
numPortBuffers = 50

[hold_path]
min-delay-path-class = reg -> reg

[flow_run]
warning_count = 28
max_cap_viol_count = 0
-- state kept, by name (all words and copies together), names as in the netlist --
| signal | cells |
|---|---|
| greenMiddleSquareSpeed | 50 |
| reset | 1 |
| score | 16 |
| greenMiddleSquareY | 10 |
-- layout by cell type, fill, tap and decap left out, types with 3 or more instances in the layout --
cell type | Yosys | final
sky130_fd_sc_hd__a311oi_1 | 3 | 3
sky130_fd_sc_hd__nor2b_1 | 7 | 7
sky130_fd_sc_hd__o2111ai_1 | 3 | 3
sky130_fd_sc_hd__nor2_1 | 42 | 42
sky130_fd_sc_hd__and4_1 | 4 | 4
sky130_fd_sc_hd__nand4_1 | 26 | 26
sky130_fd_sc_hd__nand3b_1 | 4 | 4
sky130_fd_sc_hd__edfxtp_1 | 26 | 26
sky130_fd_sc_hd__nor4_1 | 7 | 6
sky130_fd_sc_hd__o21ai_0 | 18 | 17
sky130_fd_sc_hd__ha_1 | 23 | 23
sky130_fd_sc_hd__dfxtp_1 | 51 | 51
sky130_fd_sc_hd__nor3_2 | 12 | 12
sky130_fd_sc_hd__conb_1 | 1 | 31
sky130_fd_sc_hd__o21a_1 | 6 | 6
sky130_fd_sc_hd__nor3_1 | 18 | 18
sky130_fd_sc_hd__a211oi_1 | 3 | 3
sky130_fd_sc_hd__nand2_1 | 35 | 35
sky130_fd_sc_hd__a31oi_1 | 3 | 3
sky130_fd_sc_hd__inv_1 | 18 | 18
sky130_fd_sc_hd__clkdlybuf4s50_1 | 0 | 50
sky130_fd_sc_hd__or4_1 | 3 | 3
sky130_fd_sc_hd__xnor2_1 | 35 | 35
sky130_fd_sc_hd__bufinv_16 | 0 | 4
sky130_fd_sc_hd__a21oi_1 | 13 | 13
sky130_fd_sc_hd__or3_1 | 4 | 4
sky130_fd_sc_hd__clkbuf_16 | 0 | 9
sky130_fd_sc_hd__xor2_1 | 18 | 18
sky130_fd_sc_hd__buf_4 | 9 | 4
sky130_fd_sc_hd__o31ai_1 | 6 | 6
sky130_fd_sc_hd__nand3_1 | 38 | 38
sky130_fd_sc_hd__and3_1 | 8 | 8
sky130_fd_sc_hd__mux2i_1 | 3 | 3
-- through the flow --
stage,hold WS (ns),utilization [%]
after global routing,0.489,51.7
after global placement,0.441,48.3
after detailed placement,0.449,48.3
after CTS,0.462,51.7
after floorplan,0.427,-
final,0.457,51.7
-- area by class of cell --
type / count / area share (%)
inverter: 18 / 1.19
clock inverter: 7 / 2.55
sequential: 77 / 31.6
tap: 140 / 3.07
timing repair buffer: 54 / 9.31
multi-input combinational: 415 / 48.3
clock buffer: 9 / 3.95
-- worst min-delay path by stage --
stage	startpoint	to	slack [ns]	cells past startpoint
6_report	reset	reset	0.46	1
5_1_grt	reset	reset	0.49	1
4_1_cts	reset	reset	0.46	1
-- kinds of logic (layout without fill, tap and decap cells) --
group	count (synthesis)	in the layout	share of synthesized area, %
compound gates	74	74	10.9
xor+xnor	53	53	10.0
fa+ha+maj	23	23	6.22
buf+inv	37	88	4.14
flops	77	77	38.9
mux	3	3	0.649
other cells	1	31	0.0810
simple gates	231	231	29.0
-- worst reg2reg max path: stages, from the launching register on --
cell and delay [ns]:
sky130_fd_sc_hd__dfxtp_1 0.50, sky130_fd_sc_hd__nand3_1 0.23, sky130_fd_sc_hd__nor2_1 0.46, sky130_fd_sc_hd__and4_1 0.33, sky130_fd_sc_hd__nand4_1 0.10, sky130_fd_sc_hd__o21a_1 0.14, sky130_fd_sc_hd__or4_1 0.51, sky130_fd_sc_hd__or4_4 0.71
sky130_fd_sc_hd__or2_1 0.46
-- report_power, final --
group          switching, uW  internal (uW)  leakage [uW]
clock network            270            564      0.000177
registers               18.3            683      0.000618
logic                   32.6           43.5       0.00123
total                    321           1290       0.00202
-- timing repair --
| item | 4_1_cts | 5_1_grt |
|---|---|---|
| gates resized | 0 | 1 |
| endpoints found under the setup margin | 0 | 5 |
| endpoints found under the hold margin | 0 | 0 |
-- per-layer routing --
metal	vias to the layer above	track usage, %
met5	-	0
met4	0	2.76
met3	10	3.02
met2	110	27.8
met1	1721	26.6
li1	1958	-
Power figures rest on the tool's default switching activity, not on a simulated workload.
